<file path="flow/run.sh">
#!/bin/bash
# OpenROAD 26Q1-2900-gdf79404cd8, Yosys 0.63+post, stock flow scripts
make -C /OpenROAD-flow-scripts/flow DESIGN_CONFIG=/design/flow/config.mk WORK_HOME=/design/flow/orfs finish
</file>
<file path="flow/config.mk">
export PLATFORM = sky130hd
export DESIGN_NAME = baudgen
export DESIGN_NICKNAME = baudgen
export VERILOG_FILES = /design/flow/design.v
export SDC_FILE = /design/flow/constraint.sdc
export NUM_CORES = 4
export LEC_CHECK = 1
export CORE_AREA = 10 10 103 103
export DIE_AREA = 0 0 113 113
</file>
<file path="flow/constraint.sdc">
current_design baudgen

set clk_period 2.8
set clk_io_pct 0.2

create_clock -name clk0 -period $clk_period [get_ports {clk}]

set non_clock_inputs [all_inputs -no_clocks]
set_input_delay [expr $clk_period * $clk_io_pct] -clock clk0 $non_clock_inputs
set_output_delay [expr $clk_period * $clk_io_pct] -clock clk0 [all_outputs]
</file>
<file path="flow/design.v">
`timescale 1ns / 1ps
module baudgen(wren, rden, reset, din, clk, stop, baud, dout);
input wren, rden, reset, clk, stop;
input [7:0] din;
output baud;
output [7:0] dout;
parameter PERIOD = 8'h0F;
reg [7:0] timer, period, dout;
reg baud;
always @(posedge clk or posedge reset) begin	
	if(reset)
		timer <= 8'h00;
	else begin
		timer <= timer + 1;
		if(timer == period)
			timer <= 8'h00;
		if(stop)
			timer <= 8'h00;
	end
end
always @(posedge clk or posedge reset) begin
	if(reset)
		period <= PERIOD;
	else begin
		if(wren)
		period <= din;
	end
end
always @(posedge clk or posedge reset) begin
	if(reset)
		baud = 0;
	else begin
	if(timer == period)
		baud = ~baud;
	end
end
always @* begin
dout <= 8'b00000000;
	if(rden)
		dout <= period;
end
endmodule
</file>
==> deck_impl_summary.md <==
Flow Results at a Glance

Route
  – DRT iter0 DRCs: 38
  – # DRC: 0
  – Routed wire length: 2005 µm
  – Avg WL per Cell: 10.08 µm
  – Routed Antenna Nets: 0
  – Drt via density: 2.864
  – Antenna fix cells: 0
  – Via count: 570
  – Drt first pass iters: 4

Layout
  – Logic area: 384.1 µm²
  – Post-route cell area: 0.001210 mm²
  – FILL cells: 913
  – Layout cell share with drive strength beyond 1: 20.21%
  – Reg area: 430.4 µm²
  – Layout area overhead: 46.52%
  – Most frequent logic cells in the routed design: 21 x clkdlybuf4s50_1, 13 x dfrtp_1, 12 x xor2_1
  – Most frequent logic cell in the layout: clkdlybuf4s50_1

Timing
  – RSZ-0062 raised after global routing: false
  – Hold Vio Cnt, Final: 0
  – Final TNS setup: 0 ps
  – Tcrit/Tclk final: 86.11%
  – Final Setup Violations: 0
  – Skew final: 5.024 ps
  – Slew Viols, Final: 0
  – Fmax: 0.4148 GHz
  – Worst slew margin: 56.14%
  – Tmin final: 2411 ps
  – Actual slew at the worst max-slew pin: 657.1 ps
  – Worst Hold Margin: 490.0 ps

CTS
  – CTS tree: done
  – Hold-fix buffers, CTS: 0
  – H-tree levels: 1
  – Clk buf depth: 2
  – CTS clk-pin slew, worst paths: 70 ps
  – CTS Sinks: 17
  – Post-CTS Repair Setup Buffers: 0
  – Clock Tree Root: clkbuf_8
  – CTS resizes: 0
  – Latency at later pin: 250 ps
  – Num CTS Buffers: 3

Floorplanning
  – Boundary Pins: 22
  – Die ar.: 0.01277 mm²
  – Row cnt: 33
  – Chip width: 113 µm
  – CORE AREA: 0.008299 mm²
  – Die height: 113 µm
  – Pre-Place Util: 9.950%

Run
  – Log Warnings: 25
  – Max cap viols: 0

Global routing
  – GR Overflow Total: 0
  – Vias in the first global route: 642
  – Total GRT Usage: 3.293%
  – Initial antenna violation count: 0
  – Global-route wire length before repair: 3436 µm
  – Largest net degree at the start of global routing: 18

Setup path
  – Worst-path fanout max: 8
  – Largest stage delay, worst path: 630 ps
  – Arr. time, crit path: 1850 ps
  – Endpoint class of the critical path: primary output
  – CP Depth: 3
  – Critical path class: in2out
  – Worst path top cell family by delay: buffers and inverters
  – Critical Path RT: 2240 ps
  – Worst path bufs/invs: 2
  – CP startpoint kind: primary input
  – Reg2Reg Setup Slack: 1370 ps
  – Critical-path top delay cell: clkdlybuf4s50_1
  – Reg2Reg Depth: 4
  – Crit path cell chain: clkdlybuf4s50_1, and2_1, clkdlybuf4s50_1
  – CP most frequent cell: clkdlybuf4s50_1

Logic synthesis
  – Syn_area_per_cell: 11.80 µm²
  – Top cell area share: 39.39%
  – Area leader, netlist: dfrtp_1
  – Yosys stat cell total: 70
  – Chip Area, Yosys: 825.8 µm²
  – Library cells used by synthesis: 15
  – Synthesized registers: 17
  – Synthesized instance count: 70
  – Register share after synthesis: 52.12%
  – Cell area after synthesis: 825.8 µm²
  – Synth area leaders: dfrtp_1 39%, dfstp_2 13%, xor2_1 13%
  – Ys Warns: 1

Place
  – Hpwl dp: 1526 µm
  – GPL Wtd Cong: 0.7627
  – IO Port Bufs: 21
  – Placed cell areas: 0.001164 mm²

Pwr
  – PD cells: 481.6 mW/mm²
  – Pleak: 0.4893 nW
  – Maximum VDD drop: 205.0 µV

Status
  – Status: finished clean

Min path
  – Hold Path Depth: 1
  – Worst hold path class: reg2reg
final timing paths:
| check | from | end |
|---|---|---|
| worst min-delay path | baud | baud |
| worst max register to register | period[3] | timer[7] |
| min in group asynchronous | reset | period[6] |
| worst max-delay path | rden | dout[1] |
| worst min register to register | baud | baud |
| max in group asynchronous | reset | period[7] |
per-stage QoR:
| stage | cells | utilization (%) | total power, W | setup slack [ps] |
|---|---|---|---|---|
| after global routing | 199 | 14.58 | 0.0006232 | 322.7 |
| after floorplan | 70 | - | 0.0003395 | 1492 |
| after global placement | 195 | 14.02 | 0.0004055 | 340.3 |
| final | 199 | 14.58 | 0.0005827 | 389.0 |
| after CTS | 199 | 14.58 | 0.0005912 | 348.0 |
| after detailed placement | 195 | 14.02 | 0.0004054 | 347.9 |
layout make-up:
cell class / count / area share [%]
Clock inverter: 1 / 0.4137
Sequential cell: 17 / 35.57
Timing Repair Buffer: 21 / 17.37
Clock buffer: 3 / 3.413
Tap cell: 105 / 10.86
Multi-Input combinational cell: 50 / 31.75
Inverter: 2 / 0.6205
power breakdown:
| group | internal [W] | leakage (nW) | switching [W] |
|---|---|---|---|
| clock network | 0.0000987 | 0.0255 | 0.0000856 |
| registers | 0.000273 | 0.211 | 0.0000203 |
| logic | 0.0000700 | 0.252 | 0.0000354 |
registers in the layout, indices dropped and copies added, names as in the netlist:
register  flops
period        8
timer         8
baud          1
synth_stat cells:
master	number
dfstp_2	4
nand3_1	4
mux2_2	8
ha_1	1
clkbuf_1	1
and2_1	8
dfrtp_1	13
a21o_2	1
nand2_1	1
nor2_1	8
xor2_1	12
xnor2_1	3
and3_1	2
nor4_2	2
inv_1	2
per-layer routing:
| layer | GRT usage (%) | vias up | wire length [µm] |
|---|---|---|---|
| met2 | 4.570 | 20 | 844 |
| met1 | 4.636 | 266 | 971 |
| met5 | 0 | - | 0 |
| met3 | 1.496 | 2 | 158 |
| li1 | - | 282 | - |
| met4 | 0.5076 | 0 | 30 |
cell families after synthesis:
kind of cell | after synthesis | share of synthesized area [%]
and+or+nand+nor | 25 | 17.12
DFF | 17 | 52.12
xor gates and xnor gates | 15 | 15.91
muxes | 8 | 10.91
buffers and inverters | 3 | 1.364
AOI/OAI and AO/OA | 1 | 1.061
adders and majority gates | 1 | 1.515
Power is estimated from default activity; no workload was simulated.
