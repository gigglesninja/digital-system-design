$ cat ./design.v
`timescale 1ns / 1ps
module satadd(a,b,mode,y);
 input [11:0] a,b;
 input [1:0] mode;
 output [11:0] y;
 wire aSign, bSign, rSign, cout, vFlag;
 wire [12:0] r;
 assign vFlag = (~aSign & ~bSign & rSign | aSign & bSign & ~rSign);
 assign cout = r[12];
 assign rSign = r[11];
 assign r = a + b;
 assign aSign = a[11];
 assign bSign = b[11];
 reg[11:0] sSatSum;
 always @* begin
 sSatSum = 'h000;
	case(vFlag)
		1'b0:
			sSatSum = r[11:0];
		1'b1:
			begin
				if(aSign == 1 & bSign == 1 & rSign == 0)
					sSatSum = 'h800;
				else
					sSatSum = 'h7FF;
			end
	endcase
 end
 reg[11:0] uSatSum;
 always @* begin
 uSatSum = 'h000;
	case(cout)
		1'b0:
			uSatSum = r[11:0];
		1'b1:
			uSatSum = 'hFFF;
	endcase	
 end
 reg[11:0] result;
 always @* begin
 result = 'h000;
	case(mode)
		2'b00:
			result = uSatSum;
		2'b01:
			result = sSatSum;
		2'b10:
			result = r[11:0];
		2'b11:
			result = r[11:0];
	endcase
 end
 assign y = result;
endmodule
$ cat ./run.sh
#!/bin/bash
# OpenROAD 26Q1-2900-gdf79404cd8, Yosys 0.63+post, stock flow scripts
make -C /OpenROAD-flow-scripts/flow DESIGN_CONFIG=/design/flow/config.mk WORK_HOME=/design/flow/orfs finish
$ cat ./config.mk
export PLATFORM = sky130hd
export DESIGN_NAME = satadd
export DESIGN_NICKNAME = satadd
export VERILOG_FILES = /design/flow/design.v
export SDC_FILE = /design/flow/constraint.sdc
export NUM_CORES = 4
export LEC_CHECK = 1
export CORE_AREA = 10 10 85 85
export DIE_AREA = 0 0 95 95
$ cat ./constraint.sdc
current_design satadd

set clk_period 12.3
set clk_io_pct 0.2

create_clock -name clk0 -period $clk_period

set non_clock_inputs [all_inputs -no_clocks]
set_input_delay [expr $clk_period * $clk_io_pct] -clock clk0 $non_clock_inputs
set_output_delay [expr $clk_period * $clk_io_pct] -clock clk0 [all_outputs]
==> ci_impl_report.md <==
## PnR job results

| Metric | Value |
|---|---|
| Outcome | finished, final reports clean |
| Fraction of layout cells with a size suffix above 1 | 7.52% |
| Final wirelength | 2720 um |
| Core box area | 5470 sq um |
| IO Port Bufs | 38 |
| Yosys Instances | 96 |
| Largest net degree at the start of global routing | 12 |
| First-pass DRT Iterations | 4 |
| N_diodes | 0 |
| Final setup TNS | 0 ps |
| Chip Area, Yosys | 738 sq um |
| Fmax achieved | 120 MHz |
| Slew headroom | 70.7% |
| Final slew viol count | 0 |
| Cycle use final | 67.8% |
| Area fraction in mux cells | 0% |
| Area delta synth->final | 63.2% |
| Max IR drop VDD | 0.0158 mV |
| Initial drt markers | 47 |
| Synth warnings | 1 |
| Hold buffers post-CTS | 0 |
| Cell area after layout | 1200 sq um |
| Period minus WS final | 8340 ps |
| Data arrival, critical path | 5880 ps |
| Cells after Synth | 96 |
| Vias in the first global route | 904 |
| Number of fill cells in the layout | 628 |
| Dominant comb cell | AND-OR/OR-AND gates |
| Setup CP Type | input port to output port |
| Seq/Total Area, Yosys | 0% |
| Synth unique cells | 38 |
| GP Congestion | 0.858 |
| Worst Setup End Kind | output port |
| Final setup fails | 0 |
| Total GRT Usage | 5.88% |
| Routed Antenna Nets | 0 |
| Max cap viols | 0 |
| Reg area | 0 sq um |
| Hold WC Path Type | input port to output port |
| Global route overflow | 0 |
| Xor+xnor area frac | 8.31% |
| Setup bufs post-CTS | 0 |
| Post-DP HPWL | 2400 um |
| DRC | 0 |
| OpenROAD warnings | 33 |
| Wire per inst | 13.2 um |
| Post-synthesis simple-gate area fraction | 19.2% |
| Adder share | 27.5% |
| LEAKAGE | 0.528 nW |
| Initial antenna violation count | 0 |
| Startpoint class of the critical path | input port |
| FP Rows | 27 |
| Die width | 95 um |
| Placed Area | 1200 sq um |
| Post-CTS resize count | 0 |
| Req. time, crit path | 9840 ps |
| Compound-gate portion of the synthesized area | 42.0% |
| Io pins | 38 |
| Total number of vias | 817 |
| Clock Buffer Count | 0 |
| Post-DR vias/cell | 3.99 |
| Netlist Area Pre-Place | 738 sq um |
| Final Hold Violating Endpoints | 0 |
| First-pass GRT wire length | 4340 um |
| Power Dens Cells | 53.2 nW/um^2 |
| Crit-path max FO | 7 |
| Flop Count | 0 |
| Die Area | 9030 sq um |
| Worst-margin pin slew | 439 ps |
| RSZ-0062 raised after global routing | false |
| Die Y | 95 um |
| Syn avg cell area | 7.69 sq um |
| Pre-Place Util | 13.5% |
==> cell usage after synthesis <==
cell      number  area [sq um]
a211o_1        1          8.76
a211oi_1       1          7.51
a21boi_2       1          11.3
a21boi_4       1          18.8
a21o_1         9          67.6
a21o_2         1          8.76
a21oi_1        5          25.0
a21oi_4        1          16.3
a221oi_1       1          8.76
a31o_1         1          8.76
a31oi_1        2          12.5
a41oi_1        1          8.76
and2_2         1          7.51
and3_2         1          7.51
and3b_1        1          8.76
and4_4         1          11.3
clkbuf_1       1          3.75
fa_1           2          40.0
ha_1          13           163
inv_1          5          18.8
nand2_1       13          48.8
nand2_2        1          6.26
nand2b_1       2          12.5
nand3_1        2          10.0
nor2_1         3          11.3
nor2b_1        1          6.26
nor3_1         1          5.00
nor4_1         1          6.26
o211ai_1       2          15.0
o21a_1         1          7.51
o21ai_0        6          30.0
o21ai_1        1          5.00
o311ai_0       1          8.76
o31a_1         1          8.76
o31ai_1        1          7.51
o31ai_2        2          25.0
xnor2_1        3          26.3
xor2_1         4          35.0
==> worst max-delay path: stages <==
cell	delay, ps
clkdlybuf4s50_1	410
ha_1	400
and3_2	240
a221oi_1	240
o21ai_1	120
a21o_1	190
a21oi_1	160
fa_1	480
and3b_1	270
a21oi_1	70
and2_2	240
o211ai_1	80
clkdlybuf4s50_1	500
==> stage by stage <==
step	worst slack (ps)	hold slack, ps	utilization [%]	cells	total power [mW]
floorplan	5110	5080	-	96	0.0309
global placement	3980	6140	22.0	205	0.0656
detailed placement	3950	6150	22.0	205	0.0652
CTS	3950	6160	22.0	205	0.0656
global route	3770	6200	22.0	205	0.0718
finish	3960	6130	22.0	205	0.0642
==> kinds of logic (layout without fill, tap and decap cells) <==
group           count (synthesis)  in the layout
simple gates                   28             28
xor+xnor                        7              7
fa+ha+maj                      15             15
compound gates                 40             40
buf+inv                         6             43
==> cell type report <==
class	count	area [sq um]	share of cell area, %
well taps	72	90.1	7.48
repair buffers	38	380	31.6
multi-input cells	90	716	59.4
inverters	5	18.8	1.56
==> power by group <==
group / internal, mW / total [mW] / switching, mW / leakage (nW)
clock network: 0 / 0 / 0 / 0
logic: 0.0389 / 0.0642 / 0.0253 / 0.528
registers: 0 / 0 / 0 / 0
total: 0.0389 / 0.0642 / 0.0253 / 0.528
==> worst paths after layout <==
path  cells past startpoint   end  slack, ps  from
max                      13  y[7]       3960  a[5]
min                       5  y[0]       6130  b[0]
==> cell usage in the layout (no fill, tap or decap), types with 2 or more instances in the layout <==
| cell type | n |
|---|---|
| a21o_1 | 9 |
| a21oi_1 | 5 |
| a31oi_1 | 2 |
| clkdlybuf4s50_1 | 38 |
| fa_1 | 2 |
| ha_1 | 13 |
| inv_1 | 5 |
| nand2_1 | 13 |
| nand2b_1 | 2 |
| nand3_1 | 2 |
| nor2_1 | 3 |
| o211ai_1 | 2 |
| o21ai_0 | 6 |
| o31ai_2 | 2 |
| xnor2_1 | 3 |
| xor2_1 | 4 |
==> per-layer routing <==
metal	vias up	part of all wire (%)	GRT usage, %
met5	-	0	0
met4	0	0	0
met3	0	8.0	1.92
met2	24	47	9.90
met1	357	45	7.63
li1	436	-	-
No activity file was given, so power comes from the tool's default toggle rates.
