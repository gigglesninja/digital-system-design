--- design.v ---
`timescale 1ns / 1ps
module ledtimer(
	output [7:0] Led,
	input [1:0] swt,
	input mclk
    );
wire clk, reset, wr1, rd1, pause;
wire [1:0] addr;
wire [31:0] d1, d2, d3, d4, d5, d6, d7, d8, din;
assign addr = 2'b10;
assign wr1 = 0;
assign rd1 = 1;
assign clk = mclk;
assign Led[0] = d1[2];
assign Led[1] = d2[2];
assign Led[2] = d3[2];
assign Led[3] = d4[2];
assign Led[4] = d5[2];
assign Led[5] = d6[2];
assign Led[6] = d7[2];
assign Led[7] = d8[2];
assign reset = swt[0];
assign din = 32'h00000000;
timer32 #(.ENBIT(1), .PERIOD(32'h005F5E10)) led1(
	.clk 		(clk),
	.reset	(reset), 
	.din		(din), 	
	.dout		(d1),
	.wren		(wr1),
	.rden		(rd1),
	.addr		(addr));
timer32 #(.ENBIT(1), .PERIOD(32'h00BEBC20)) led2(
	.clk 		(clk),
	.reset	(reset), 
	.din		(din), 	
	.dout		(d2),
	.wren		(wr1),
	.rden		(rd1),
	.addr		(addr));
timer32 #(.ENBIT(1), .PERIOD(32'h017D7840)) led3(
	.clk 		(clk),
	.reset	(reset), 
	.din		(din), 	
	.dout		(d3),
	.wren		(wr1),
	.rden		(rd1),
	.addr		(addr));
timer32 #(.ENBIT(1), .PERIOD(32'h02FAF080)) led4(
	.clk 		(clk),
	.reset	(reset), 
	.din		(din), 	
	.dout		(d4),
	.wren		(wr1),
	.rden		(rd1),
	.addr		(addr));
timer32 #(.ENBIT(1), .PERIOD(32'h05F5E100)) led5(
	.clk 		(clk),
	.reset	(reset), 
	.din		(din), 	
	.dout		(d5),
	.wren		(wr1),
	.rden		(rd1),
	.addr		(addr));
timer32 #(.ENBIT(1), .PERIOD(32'h0BEBC200)) led6(
	.clk 		(clk),
	.reset	(reset), 
	.din		(din), 	
	.dout		(d6),
	.wren		(wr1),
	.rden		(rd1),
	.addr		(addr));
timer32 #(.ENBIT(1), .PERIOD(32'h17D78400)) led7(
	.clk 		(clk),
	.reset	(reset), 
	.din		(din), 	
	.dout		(d7),
	.wren		(wr1),
	.rden		(rd1),
	.addr		(addr));
timer32 #(.ENBIT(1), .PERIOD(32'h17D78400)) led8(
	.clk 		(clk),
	.reset	(reset), 
	.din		(din), 	
	.dout		(d8),
	.wren		(wr1),
	.rden		(rd1),
	.addr		(addr));
endmodule
`timescale 1ns / 1ps
module timer32(clk, reset, din, dout, wren, rden, addr);
input clk, reset, wren, rden;
input [31:0] din;
output [31:0] dout;
input [1:0] addr;
reg [31:0] out, out2, timer, period;
reg [2:0] control;
parameter PERIOD = 32'h0000000F;   
parameter ENBIT = 1'b0;
always @(posedge clk or posedge reset) begin
	if(reset) begin
		timer<= 32'h00000000;
		period <= PERIOD;
		control[0] = ENBIT;
		control[1] = 0;
		control[2] = 0;
	end
	else begin
	if(control[0]) begin
		timer <= timer + 1;
		end
	if(rden & (addr == 2'b10) & control[1])
		control[1] = ~control[1];
	if(timer == period) begin
		control[1] = 1;
		control[2] = ~control[2];
		timer <= 32'h00000000;
		end
	if(wren & (addr == 2'b01))
		period <=  din;
	if(wren & (addr == 2'b10)) begin
		control[1] = ~control[1];
		control[0] = din[0];
		control[1] = din[1];
		control[2] = din[2];
		end
	end
end
always @* begin
out = 32'h00000000;
	case(addr)
		2'b00:
			out = timer;
		2'b01:
			out = period;
		2'b10:
			out[2:0] = control;
	endcase
end
always @* begin
out2 = 32'h00000000;
	case(rden)
		1'b1:
			out2 = out;
	endcase
end
assign dout = out2;
endmodule
--- run.sh ---
#!/bin/bash
# OpenROAD 26Q1-2900-gdf79404cd8, Yosys 0.63+post, stock flow scripts
make -C /OpenROAD-flow-scripts/flow DESIGN_CONFIG=/design/flow/config.mk WORK_HOME=/design/flow/orfs finish
--- config.mk ---
export PLATFORM = sky130hd
export DESIGN_NAME = ledtimer
export DESIGN_NICKNAME = ledtimer
export VERILOG_FILES = /design/flow/design.v
export SDC_FILE = /design/flow/constraint.sdc
export NUM_CORES = 4
export LEC_CHECK = 1
export CORE_UTILIZATION = 40
--- constraint.sdc ---
current_design ledtimer

set clk_period 5.4
set clk_io_pct 0.2

create_clock -name clk0 -period $clk_period [get_ports {mclk}]

set non_clock_inputs [all_inputs -no_clocks]
set_input_delay [expr $clk_period * $clk_io_pct] -clock clk0 $non_clock_inputs
set_output_delay [expr $clk_period * $clk_io_pct] -clock clk0 [all_outputs]
==> qor_table.md <==
| Item | Reported |
|:---|:---|
| Maximum fanout along the worst path | 14 |
| Top-area cell type share of the netlist area | 51.8% |
| Most instantiated flip-flop cell in the synthesis netlist | sky130_fd_sc_hd__dfrtp_1 |
| Final hold slack | 0.460 ns |
| Number of levels the H-tree was split into | 1 |
| Number of sinks on the clock net | 264 |
| Clock insertion delay at the later pin of the skew report | 0.54 ns |
| Total power divided by cell area | 288 nW/um^2 |
| Worst slew pin tran | 0.831 ns |
| Start-to-end type of the worst setup path | reg2reg |
| Warnings, synthesis | 7 |
| Cts bufs inserted | 31 |
| RSZ-0062 raised after global routing | no |
| Share of the clock period used by the worst path after layout | 46.5% |
| Area of the core region | 31500 sq um |
| Data required, critical path | 5.82 ns |
| Result of the run | complete, no violations |
| Overflow left after global routing | 0 |
| GRT Total Usage | 15.4% |
| Cell types occupying the most area after synthesis | sky130_fd_sc_hd__dfrtp_1 (52%), sky130_fd_sc_hd__xnor2_1 (8.9%), sky130_fd_sc_hd__xor2_1 (6.2%) |
| Post-Route Skew | 0.0138 ns |
| Die ar. | 32600 sq um |
| Length of the first detailed-routing pass in iterations | 7 |
| Mean number of vias per cell | 5.15 |
| Final Wtd Congestion | 0.844 |
| # DRC | 0 |
| Ys flops | 264 |
| Maximum capacitance violations | 0 |
| Post-synth tally of flip-flops with integrated enable | 0 |
| Top-level port count | 11 |
| Critical Path Start | led1.timer[24] |
| Mapped Avg Cell Area | 10.1 sq um |
| Post-route setup TNS | 0 ns |
| Maximum number of buffers from clock root to sink | 3 |
| Number of cell instances after yosys synthesis | 1257 |
| Die y size | 181 um |
| Initial antenna violation count | 0 |
| Count of final max-slew check failures | 0 |
| Cell breakdown of the critical path | or4_1 -> or3_4 -> nor4_4 -> nor2_1 -> mux2_2 |
| Synth Cell Area | 12800 sq um |
| Crit. End Element | register |
| Die Width | 181 um |
| Floorplan row count | 65 |
| Total vias in the final route | 8812 |
| Final routed wire length divided by cell count | 13.4 um |
| Number of resized instances in the post-cts repair step | 0 |
| Worst Hold Launch | led1.timer[31] |
| Area delta synth->final | 12.8% |
| Leakage power summed over all cells | 0.00628 uW |
| Maximum ir drop on the vdd rail | 277 uV |
| Clock tree from TritonCTS | yes |
| Maximum single-stage delay on the critical path | 0.62 ns |
| Drt initial violations | 463 |
| Share of layout cells above drive strength 1 | 6.50% |
| Synthesized chip area reported by yosys | 12800 sq um |
| Detailed-placement wirelength estimate | 14700 um |
| Nature of the critical path startpoint | register |
| Distinct cells, synth | 57 |
| Diode count | 0 |
| Time the worst path needs with I/O delays and setup | 2.51 ns |
| Cell type with the largest total area after synthesis | sky130_fd_sc_hd__dfrtp_1 |
| Most frequent cells after synthesis | sky130_fd_sc_hd__dfrtp_1 (264), sky130_fd_sc_hd__nor2_1 (152), sky130_fd_sc_hd__xnor2_1 (130) |
| Path class of the lowest-slack min-delay path | reg2reg |
| Wire length of the first global-routing pass | 41400 um |
| Async set-reset flop share out of synthesis | 100% |
| Final Hold Violation Tally | 0 |
| Final wirelength | 22900 um |
| Maximum number of pins on one net before global-route repair | 131 |
| Endpoint arrival time on the critical path | 2.93 ns |
| Post-CTS Hold Buffers | 0 |
| R2r startpoint | led1.timer[24] |
| Cell chosen for the clock root | sky130_fd_sc_hd__clkbuf_16 |
| F_max | 399 MHz |
| Clock transition at the registers of the reported paths | 0.06 ns |
| Share of synthesized area occupied by flip-flops and latches | 51.8% |
| Number of buffers inserted to repair setup after CTS | 0 |
| Setup violations, final | 0 |
| Number of warnings in the stage logs | 36 |
| Count of port buffers added during placement | 9 |
| Max-slew headroom | 44.1% |
| Slowest cell on the critical path | sky130_fd_sc_hd__nor4_4 |
| Via count of the first global-routing pass | 8662 |
| Post-Syn Instances | 1257 |
| ANT nets after route | 0 |
| Library cell with the highest instance count after synthesis | sky130_fd_sc_hd__dfrtp_1 |
| Starting Density | 40.5% |
[flip-flops by register name, summed over array words and instances (netlist names), 32 cells and up]
signal,count
led2.timer,32
led4.timer,32
led3.timer,32
led7.timer,32
led5.timer,32
led8.timer,32
led6.timer,32
led1.timer,32
[worst paths after layout]
path	to	slack [ns]	depth (start not counted)
max	led1.timer[25]	2.89	5
min in group asynchronous	led4.timer[20]	0.97	2
min	led1.timer[31]	0.46	1
max in group asynchronous	led5.timer[3]	3.31	3
max reg2reg	led1.timer[25]	2.89	5
min reg2reg	led1.timer[31]	0.46	1
[final cells by class]
type,instances,area [sq um]
fillers,2795,17100
flip-flops and latches,264,6610
multi-input cells,929,5890
clock buffers,46,932
well taps,402,503
repair buffers,19,178
inverters,40,154
clock inverters,10,125
[critical path, delay by kind of cell (launching register included)]
family / cells / cell delay, ns
AND/OR/NAND/NOR: 4 / 1.68
flip-flops: 1 / 0.43
multiplexers: 1 / 0.29
[power by group]
group	switching [uW]	leakage (uW)	internal [uW]
Clock	796	0.000530	1320
Combinational	37.6	0.00214	3.16
Sequential	0	0.00361	1980
[metrics by stage]
step | instance area, sq um | instances | util [%] | worst slack (ns) | total power [uW]
after detailed placement | 13300 | 1654 | 42.4 | 2.65 | 2060
after global placement | 13300 | 1654 | 42.4 | 2.64 | 2060
after CTS | 14400 | 1710 | 45.7 | 2.84 | 4210
final | 14400 | 1710 | 45.7 | 2.89 | 4140
after floorplan | 12800 | 1257 | - | 0.836 | 2040
after global routing | 14400 | 1710 | 45.7 | 2.72 | 4300
[metal layers]
layer	vias to the layer above	wire length, um	GRT usage [%]
met2	90	9770	22.0
met3	31	680	2.14
li1	4465	-	-
met5	-	0	0
met4	0	443	2.74
met1	4226	12000	26.2
[logic make-up (layout without fill, tap and decap cells)]
logic type               Yosys count  in the layout  share of synthesized area (%)
XOR/XNOR                         220            220                           15.1
multiplexers                       3              3                          0.245
buffers and inverters             64            115                           2.01
adder cells (fa/ha/maj)           16             16                           1.57
flip-flops                       264            264                           51.8
AND-OR/OR-AND                     43             43                           2.13
AND/OR/NAND/NOR                  647            647                           27.1
[placed cells by master (no fill, tap or decap), types with 4 or more instances in the layout]
cell                                n
sky130_fd_sc_hd__nor2_1           152
sky130_fd_sc_hd__and4_1            14
sky130_fd_sc_hd__nor3_1            31
sky130_fd_sc_hd__nor4b_1           18
sky130_fd_sc_hd__or4_1             10
sky130_fd_sc_hd__dfrtp_1          264
sky130_fd_sc_hd__nor2b_1            8
sky130_fd_sc_hd__a21oi_1           12
sky130_fd_sc_hd__or3_1             12
sky130_fd_sc_hd__nand4_1           76
sky130_fd_sc_hd__buf_4              9
sky130_fd_sc_hd__a22o_1             4
sky130_fd_sc_hd__nand3b_1           4
sky130_fd_sc_hd__o21ai_0           13
sky130_fd_sc_hd__nand2_1           99
sky130_fd_sc_hd__or2_2              6
sky130_fd_sc_hd__nor4_1            39
sky130_fd_sc_hd__ha_1              16
sky130_fd_sc_hd__clkdlybuf4s50_1    9
sky130_fd_sc_hd__clkbuf_8          10
sky130_fd_sc_hd__and3_1            38
sky130_fd_sc_hd__clkinv_2           7
sky130_fd_sc_hd__inv_1             39
sky130_fd_sc_hd__clkbuf_16         31
sky130_fd_sc_hd__xnor2_1          130
sky130_fd_sc_hd__clkbuf_1           5
sky130_fd_sc_hd__nand3_1          110
sky130_fd_sc_hd__xor2_1            90
No activity file was given, so power comes from the tool's default toggle rates.
